$ cat /design/flow/run.sh
#!/bin/bash
# OpenROAD 26Q1-2900-gdf79404cd8, Yosys 0.63+post, stock flow scripts
make -C /OpenROAD-flow-scripts/flow DESIGN_CONFIG=/design/flow/config.mk WORK_HOME=/design/flow/orfs finish
$ cat /design/flow/config.mk
export PLATFORM = sky130hd
export DESIGN_NAME = program_counter
export DESIGN_NICKNAME = program_counter
export VERILOG_FILES = /design/flow/design.v
export SDC_FILE = /design/flow/constraint.sdc
export NUM_CORES = 4
export LEC_CHECK = 1
export CORE_UTILIZATION = 50
$ cat /design/flow/constraint.sdc
current_design program_counter

set clk_period 5.3
set clk_io_pct 0.2

create_clock -name clk0 -period $clk_period [get_ports {clk}]

set non_clock_inputs [all_inputs -no_clocks]
set_input_delay [expr $clk_period * $clk_io_pct] -clock clk0 $non_clock_inputs
set_output_delay [expr $clk_period * $clk_io_pct] -clock clk0 [all_outputs]
$ cat /design/flow/design.v
`timescale 1ns / 1ps
module program_counter
(
   input			  clk,
   input		      rst,
   input	  [3:0]	  pc_control,
   input	  [25:0]  jump_address,
   input	  [31:0]  reg_address,
   output reg [31:0]  pc
); 
   reg [27:0] jump_address_4x;
   always @ (posedge clk or posedge rst) begin
       if (rst) begin
            pc = 0;
       end
       else begin
            case (pc_control)
                4'b0000: pc = pc + 4;
                4'b0001: pc = reg_address;
                4'b0010: begin
                   jump_address_4x = jump_address << 2;
                   pc = {pc[31:28] , jump_address_4x[27:0]};
                end
                default: pc = 32'hFFFFFFFF;
            endcase	
        end
	end
endmodule  
==> results.yml <==
# generated from flow reports
place:
  placed_cells: 369
  gp_congestion: 0.840
  dp_slack_ns: 2.35
  dp.final_hpwl_um: 3900
  buffer_ports.inserted: 95
  area_post_placement_um2: 3030
sta:
  finalCritPeriodShare_pct: 50.9
  grt_setup_unrepaired: "no"
  fin_hold_ws_ns: 0.640
  setup_violations: 0
  final_max_slew_viol_count: 0
  finClkSkew_ns: 0.00323
  final_hold_viol_count: 0
  fmax_ghz: 0.371
  slew_headroom_pct: 37.1
  timing.final.crit_period_ns: 2.70
  fin_ws_ns: 2.60
  slew_at_the_pin_closest_to_its_max_slew_limit_ns: 0.935
  finalSetupTns_ns: 0
synth:
  yosys_register_bits: 32
  yosys-stat-cells: 237
  synthFlopType: "sky130_fd_sc_hd__dfrtp_1"
  yosys_warnings: 1
  ys_async_sr_fraction_pct: 100
  yosysUniqueCellTypes: 36
  synth_cells: 237
  synth_area_um2: 2050
  synthesized_area_per_cell_um2: 8.64
  yosys.stat.seqShare_pct: 39.1
  ys_area_um2: 2050
  enable_flop_cells: 0
die:
  die_height_um: 66.0
  die_w_um: 66.0
  core_util_floorplan_pct: 53.9
  floorplan.core_area_um2: 3800
  die_area_um2: 4360
  core.rowCount: 22
  io_pins: 96
route:
  drtPass1Iterations: 4
  dr_vias_cell: 5.79
  drt-total-wl_um: 5730
  drtAntennaViolNets: 0
  detail_route.drc_violations: 0
  antenna_diode_count: 0
  dr.first_iter.drc_count: 153
  drt-wirelength-per-cell_um: 15.2
  dr_total_vias: 2183
critical_path:
  timing.rr.end: "pc[20]"
  cp-startpoint: "pc_control[3]"
  startpoint_type: "input port"
  cp_capture_point: "pc[30]"
  worstPathRequired_ns: 5.47
  critical_path.reg2reg.startpoint: "pc[5]"
  regToRegSetupSlack_ns: 3.07
  cp_max_fo: 33
  timing.reg2reg.worst_path_depth: 5
  endpoint_kind: "flop"
  timing.setup.critical_path_class: "input port to flop"
  worstPathArrival_ns: 2.87
worst_hold_path:
  timing.hold.worst.start: "pc[13]"
  worst_hold_path_type: "flop to flop"
power:
  p_leak_nw: 1.16
  p_total_uw: 661
  p_per_area_nw_per_um2: 212
  irDropWorstVdd_uv: 196
grt:
  maximum_number_of_pins_on_one_net_before_global_route_repair: 54
  grt_antenna_before_repair: 0
  first_global_vias: 1921
  first_pass_grt_wire_length_um: 9180
  groute.usage.overall_pct: 28.2
  globalRoute.totalOverflow: 0
cells_and_area:
  finalNonFillerCells: 377
  layout.core_utilization_pct: 82.1
  final_layout_size_suffix_gt1_share_pct: 5.78
  flow.area_growth_from_synthesis_pct: 52.4
  max_ffs_per_register: 32
  layout.cell_area.non_filler_um2: 3120
clock_network:
  cts.htree.levels: 2
  tritoncts.num_buffers: 5
  ctsResizeCount: 0
  clock.latency.late_pin_ns: 0.28
  clock-root-buffer: "sky130_fd_sc_hd__clkbuf_8"
  tritoncts: "yes"
  cts-hold-fix-buffers: 0
  cts_num_sinks: 32
  clock_tree.buffer_depth: 2
  clkSlewWorstSetupHoldPaths_ns: 0.07
  post-cts-setup-buffers: 0
job:
  log.warning_count: 27
  maxCapViolations: 0
outcome:
  run_status: "finished, final reports clean"
[final cells by class]
class / count / area, um^2
flip-flops and latches: 32 / 801
fillers: 241 / 678
repair buffers: 99 / 976
multi-input cells: 185 / 1170
clock buffers: 8 / 90.1
well taps: 48 / 60.1
inverters: 5 / 18.8
[critical path: stages]
cell,delay (ns)
sky130_fd_sc_hd__clkdlybuf4s50_1,0.45
sky130_fd_sc_hd__nor2_2,0.12
sky130_fd_sc_hd__buf_4,0.33
sky130_fd_sc_hd__nand2_1,0.47
sky130_fd_sc_hd__o31a_1,0.43
[cell usage in the layout (no fill, tap or decap), types with 2 or more instances in the layout]
master and instances:
sky130_fd_sc_hd__inv_1 5, sky130_fd_sc_hd__and3_1 5, sky130_fd_sc_hd__nor2b_1 2, sky130_fd_sc_hd__o211ai_1 2, sky130_fd_sc_hd__o221ai_1 14, sky130_fd_sc_hd__o22ai_1 13
sky130_fd_sc_hd__nor4_1 5, sky130_fd_sc_hd__nand2_1 19, sky130_fd_sc_hd__xor2_1 14, sky130_fd_sc_hd__clkdlybuf4s50_1 94, sky130_fd_sc_hd__nand2b_1 3, sky130_fd_sc_hd__nor3_1 6
sky130_fd_sc_hd__o31a_1 2, sky130_fd_sc_hd__clkbuf_8 6, sky130_fd_sc_hd__and4_2 2, sky130_fd_sc_hd__a21oi_1 17, sky130_fd_sc_hd__nand4_1 8, sky130_fd_sc_hd__o21ai_0 13
sky130_fd_sc_hd__xnor2_1 10, sky130_fd_sc_hd__nand3_1 13, sky130_fd_sc_hd__a21o_1 2, sky130_fd_sc_hd__dfrtp_1 32, sky130_fd_sc_hd__buf_4 4, sky130_fd_sc_hd__a22oi_1 3
sky130_fd_sc_hd__clkbuf_1 2, sky130_fd_sc_hd__nor2_1 19
[layer usage]
layer	global-route usage, %	part of all wire (%)	up-vias
li1	-	-	1066
met4	2.93	1.1	0
met1	46.1	47	1021
met5	0	0	-
met2	43.0	44	89
met3	3.67	7.2	7
[worst min path at each step]
stage	endpoint	slack, ns	depth (start not counted)
CTS	pc[13]	0.64	2
global route	pc[13]	0.68	2
finish	pc[13]	0.64	2
[kinds of logic after synthesis]
group	share of synthesized area, %
compound gates	21.9
xor+xnor	10.3
fa+ha+maj	0.611
buf+inv	3.67
flops	39.1
mux	1.04
simple gates	23.5
[power breakdown]
part / total (mW) / internal, mW / switching [mW] / leakage [nW]
clock: 0.194 / 0.106 / 0.0881 / 0.0455
sequential: 0.271 / 0.255 / 0.0154 / 0.301
combinational: 0.196 / 0.110 / 0.0868 / 0.814
total: 0.661 / 0.471 / 0.190 / 1.16
[Yosys cell counts, drive strengths merged (2+ instances only)]
library cell | instances | area share [%]
dfrtp | 32 | 39
nor2 | 20 | 3.7
nand2 | 19 | 3.5
a21oi | 17 | 4.2
o221ai | 14 | 6.0
xor2 | 14 | 6.0
clkbuf | 13 | 2.4
nand3 | 13 | 3.2
o21ai | 13 | 3.2
o22ai | 13 | 4.0
nand4 | 10 | 4.1
xnor2 | 10 | 4.3
and3 | 6 | 1.9
nor3 | 6 | 1.5
nor4 | 6 | 2.6
inv | 5 | 0.92
a22oi | 3 | 1.1
nand2b | 3 | 0.92
a21o | 2 | 0.73
and4 | 2 | 0.98
buf | 2 | 0.37
nor2b | 2 | 0.61
o211ai | 2 | 0.73
o31a | 2 | 0.86
No activity file was given, so power comes from the tool's default toggle rates.
