<file path="./config.mk">
export PLATFORM = sky130hd
export DESIGN_NAME = control_unit
export DESIGN_NICKNAME = control_unit
export VERILOG_FILES = /design/flow/design.v
export SDC_FILE = /design/flow/constraint.sdc
export NUM_CORES = 4
export LEC_CHECK = 1
export CORE_AREA = 10 10 74 74
export DIE_AREA = 0 0 84 84
</file>
<file path="./constraint.sdc">
current_design control_unit

set clk_period 2.9
set clk_io_pct 0.2

create_clock -name clk0 -period $clk_period

set non_clock_inputs [all_inputs -no_clocks]
set_input_delay [expr $clk_period * $clk_io_pct] -clock clk0 $non_clock_inputs
set_output_delay [expr $clk_period * $clk_io_pct] -clock clk0 [all_outputs]
</file>
<file path="./design.v">
`timescale 1ns / 1ps
module control_unit
(
	rst,                         
	instruction,                 
	data_mem_wren,               
	reg_file_wren,               
	reg_file_dmux_select_0,      
   reg_file_dmux_select_1,      
   reg_file_rmux_select,        
	alu_mux_select,              
	alu_control,                 
	z_flag,                      
	carry_flag,                  
	sign_flag,                   
	overflow_flag,               
	alu_shamt,				     
	reg_file_radd0_select,
	pc_control                   
);
   input	           rst;
   input     [31:0] instruction;
   input	           z_flag;
   input            carry_flag;
   input            sign_flag;
   input            overflow_flag;
   output reg	     data_mem_wren;
   output reg		  reg_file_wren;
   output reg	     reg_file_dmux_select_0; 
   output reg		  reg_file_dmux_select_1; 
	output reg		  reg_file_rmux_select; 
	output reg		  alu_mux_select;
	output reg [3:0] alu_control;
	output reg [4:0] alu_shamt;
	output reg		  reg_file_radd0_select;
	output reg [3:0] pc_control;
	localparam  
		R 		= 6'b000000,
		ADDI 	= 6'b001000,
		COMPI = 6'b001100,
		LW 	= 6'b100011,
		SW 	= 6'b101011,
		B 		= 6'b010000,
		BZ 	= 6'b010011,
		BNZ 	= 6'b010011,
		BCY 	= 6'b010100,
		BNCY 	= 6'b010101,
		BS 	= 6'b010110,
		BNS 	= 6'b010111,
		BV 	= 6'b011000,
		BNV	= 6'b011001,
		CALL 	= 6'b011010,
		RET 	= 6'b011011;
	localparam  
		ADD 	= 6'b100000,
		MULT 	= 6'b011000,
		MULTU = 6'b011001,
		AND 	= 6'b100100,
		XOR 	= 6'b100110,
		COMP  = 6'b100111,
		SHLL 	= 6'b000000,
		SHRL 	= 6'b000010,
		SHRA 	= 6'b000011,
		SHLLV = 6'b000100,
		SHRLV = 6'b000110,
		SHRAV = 6'b000111,
		BR 	= 6'b001000;
	localparam  
		C_ADD 	= 4'b0000,
		C_MULT 	= 4'b0001,
		C_MULTU  = 4'b0010,
		C_AND 	= 4'b0011,
		C_COMP	= 4'b0100,
		C_XOR	   = 4'b0101,
		C_SHLL 	= 4'b0110,
		C_SHRL	= 4'b0111,
		C_SHRA	= 4'b1000,
      C_SHLLV  = 4'b1001,
      C_SHRLV  = 4'b1010,
      C_SHRAV  = 4'b1011;
	wire	[5:0]	op;
	wire	[5:0]	funct;
	assign op	= instruction[31:26];  
	assign funct = instruction[5:0];
	always @(op or funct) begin
		if ((op == SW && !rst)) begin
			data_mem_wren = 1'b1;
		end else begin
			data_mem_wren = 1'b0;			
		end
		if (op == SW || (op[4] == 1 && op != CALL) || funct == BR) begin
			reg_file_wren = 0;
		end else begin
			reg_file_wren = 1;		
		end
		if (op == CALL) begin
			reg_file_dmux_select_1 = 1;				 
			reg_file_dmux_select_0 = 0;
      end else begin
			reg_file_dmux_select_1 = 0;				 
			if (op == LW) begin
				reg_file_dmux_select_0 = 0;			 
			end else begin
				reg_file_dmux_select_0 = 1;			 
			end
      end
       if (op == RET) begin
			reg_file_radd0_select = 1;					 
		end else begin
			reg_file_radd0_select = 0;					 
		end
		if (op == CALL) begin
			reg_file_rmux_select = 1;
		end else begin
			reg_file_rmux_select = 0;
		end
		if ((op == ADDI) || (op == COMPI) || (op == LW) || (op == SW)) begin
			alu_mux_select = 1;						 
		end else begin	
			alu_mux_select = 0;						 
		end
		if ((op == R && funct == ADD) || op == SW || op == ADDI || op == LW) begin
			alu_control = C_ADD;
		end else if (op == R && funct == MULT) begin
			alu_control = C_MULT;
		end else if (op == R && funct == MULTU) begin
			alu_control = C_MULTU;
		end else if (op == R && funct == AND) begin
			alu_control = C_AND;
		end else if (op == R && funct == XOR) begin
			alu_control = C_XOR;
		end else if (op == R && funct == SHLL) begin
			alu_control = C_SHLL;
		end else if (op == R && funct == SHRL) begin
			alu_control = C_SHRL;
		end else if (op == R && funct == SHRA) begin
			alu_control = C_SHRA;
      end else if (op == R && funct == SHLLV) begin
			alu_control = C_SHLLV;
		end else if (op == R && funct == SHRLV) begin
			alu_control = C_SHRLV;
		end else if (op == R && funct == SHRAV) begin
			alu_control = C_SHRAV;
		end else if (op == R && funct == COMP || op == COMPI) begin
			alu_control = C_COMP;
		end else begin
			alu_control = 4'b1111;
		end	
		if (op == R && (funct == SHLL || funct == SHRL || funct == SHRA)) begin
			alu_shamt = instruction[10:6];
		end else begin
			alu_shamt = 5'b00000;
		end
		if (op == R && funct == BR) begin
			pc_control = 4'b0001;
		end else if (op == B
					|| op == CALL
					|| op == BZ && z_flag == 1 || op == BNZ && z_flag != 1 
					|| op == BCY && carry_flag == 1 || op == BNCY && carry_flag != 1
					|| op == BS && sign_flag == 1 || op == BNS && sign_flag != 1
					|| op == BV && overflow_flag == 1 || op == BNV && overflow_flag != 1) begin
			pc_control = 4'b0010;
		end else if (op == RET) begin
			pc_control = 4'b0001;
		end else begin
			pc_control = 4'b0000;
		end
	end
endmodule  
</file>
<file path="./run.sh">
#!/bin/bash
# OpenROAD 26Q1-2900-gdf79404cd8, Yosys 0.63+post, stock flow scripts
make -C /OpenROAD-flow-scripts/flow DESIGN_CONFIG=/design/flow/config.mk WORK_HOME=/design/flow/orfs finish
</file>
==> flow_metrics.py <==
# Flow results
metrics = {
    "cells_and_area": {
        "clkbuf_count": 0,
        "final_layout_size_suffix_gt1_share_pct": 36.8,
        "design_area_sq_um": 1240,
        "post-route-util_pct": 31.3,
        "area_growth_pct": 114,
        "seq_area_sq_um": 0,
        "stdcell_count": 202,
        "design.seq.count": 0,
    },
    "synthesis": {
        "top_cells_by_count": "8 x inv_1, 7 x a21oi_1, 7 x nor3_1, 6 x and2_1",
        "synth.area.top_cells": "and2_1 6.5%, a21oi_1 6.0%, nor3_1 6.0%",
        "ys_cells": 91,
        "yosysSeqAreaShare_pct": 0,
        "synth.distinct_cells": 41,
        "yosysTopAreaCellShare_pct": 6.47,
        "postSynthCellCount": 91,
        "synth.most_common_cell": "inv_1",
        "yosysWarningCount": 1,
        "synth.avg_cell_area_sq_um": 6.38,
        "syn_area_sq_um": 581,
        "yosys.area.top_type": "and2_1",
        "yosys_area_sq_um": 581,
    },
    "grt": {
        "grt_pass1_wl_um": 4400,
        "grt_overflow": 0,
        "antenna_found_initial": 0,
        "grt_util_met1_pct": 9.74,
        "gr-usage-met2_pct": 11.6,
        "grt_max_degree": 10,
        "top_usage_layer": "met2",
        "grt_pass1_vias": 916,
        "grt_usage_pct": 6.98,
        "gr-usage-met3_pct": 0.787,
    },
    "die": {
        "die_h_um": 84,
        "chipArea_sq_um": 7060,
        "core-area_sq_um": 3970,
        "row_count": 23,
        "initCoreUtil_pct": 14.6,
        "die_w_um": 84,
        "ios": 57,
    },
    "worst_setup_path": {
        "crit_path_frequent_cell": "buf_6",
        "crit_type": "input port to primary output",
        "endpoint_kind": "primary output",
        "cp_cell_sequence": "buf_6 -> or4_4 -> or3_4 -> a2111oi_4 -> buf_4 -> buf_6 -> and2_4 -> buf_6",
        "path_delay_family": "simple AND/OR/NAND/NOR gates",
        "crit_buf_inv": 4,
        "crit_required_ps": 2320,
        "cp_max_fo": 3,
        "cp-start-kind": "input port",
        "slowest_stage": "or4_4",
        "arrival_ps": 2340,
        "critPathMaxStageDelay_ps": 530,
    },
    "outcome": {
        "violations": "negative setup slack",
        "outcome": "finished with violations",
    },
    "routing": {
        "diodes": 0,
        "drt_iter0_drc": 95,
        "wirelength_um": 2490,
        "wl_per_cell_um": 12.3,
        "dr_total_vias": 897,
        "ant_nets": 0,
        "drcViolationCount": 0,
        "viasPerCell": 4.44,
        "firstDrtPassIters": 4,
    },
    "placed_design": {
        "gp_congestion": 0.825,
        "place_area_sq_um": 1180,
        "place_ws_ps": -652,
        "hpwl_um": 2060,
        "place_inst": 198,
        "io_buffer_count": 39,
    },
    "pwr": {
        "p_per_area_nw_per_um2": 92.4,
        "leakage_nw": 0.524,
        "power_w": 0.000115,
        "ir_worst_vdd_mv": 0.0525,
    },
    "final_timing": {
        "finalClockPeriodUsage_pct": 101,
        "finalHoldViolations": 0,
        "setup_viol": 2,
        "worst_slack_ps": -20.2,
        "period_needed_ps": 2920,
        "fmax_mhz": 342,
        "rsz0062_at_grt": "true",
        "final-max-slew-violation-count": 0,
    },
    "flow_run": {
        "max_cap_viol_count": 0,
        "openroad.warnings": 50,
    },
    "hold_path": {
        "hold_class": "input port to primary output",
    },
}
-- timing repair --
| item | in CTS | in global routing |
|---|---|---|
| cloned | 0 | 0 |
| pin swaps | 15 | 5 |
| setup endpoints to repair | 18 | 10 |
| hold buffers | 0 | 0 |
| buffers inserted | 4 | 0 |
| resized | 58 | 10 |
-- metal layers --
metal / vias up / wire length (um)
met4: 0 / 17
met5: - / 0
li1: 465 / -
met3: 2 / 84
met1: 404 / 1240
met2: 26 / 1140
-- placed cells by master (no fill, tap or decap), types with 2 or more instances in the layout --
master	Yosys	layout
clkdlybuf4s50_1	0	21
nor2_1	5	4
conb_1	1	2
nor3_1	7	7
dlygate4sd2_1	0	4
nor3b_1	2	2
buf_2	0	7
a22oi_1	2	2
nand3_1	3	3
or3_4	0	2
inv_1	8	8
o21ai_0	4	3
buf_4	3	27
a21oi_1	7	7
and2_4	0	2
nand2_1	3	3
o311ai_1	0	2
nand3b_1	2	2
buf_6	2	9
and3_1	2	2
and2_1	6	4
-- cells by family (layout without fill, tap and decap cells) --
group / Yosys count / in the layout / share of synthesized area (%)
AND/OR/NAND/NOR: 43 / 43 / 44.6
AND-OR/OR-AND: 27 / 27 / 35.1
buffers and inverters: 18 / 78 / 16.2
adder cells (fa/ha/maj): 1 / 1 / 1.72
other: 1 / 2 / 0.646
multiplexers: 1 / 1 / 1.72
-- path summary, 6_finish.rpt --
kind                        endpoint  depth (start not counted)  slack [ps]            start
worst min-delay path  alu_control[0]                          6        1730  instruction[31]
worst max-delay path    alu_shamt[2]                          8         -20  instruction[30]
-- stage by stage --
stage	TNS, ps	hold slack (ps)
after detailed placement	-6520	2080
after floorplan	0	1180
after global routing	-231	1780
final	-36.9	1730
after global placement	-6670	2080
after CTS	-366	1740
-- area by class of cell --
type | instances | area (sq um)
Inverter | 8 | 30.0
Tap cell | 50 | 62.6
Multi-Input combinational cell | 74 | 543
Fill cell | 434 | 2730
Timing Repair Buffer | 70 | 607
-- power breakdown --
| group | internal [W] | switching (W) |
|---|---|---|
| clock | 0 | 0 |
| sequential | 0 | 0 |
| combinational | 0.0000675 | 0.0000473 |
Power is estimated from default activity; no workload was simulated.
